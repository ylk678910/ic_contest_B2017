### flow/design.v
module DT(input 			clk,
          input			reset,
          output	reg		done,
          output	reg		sti_rd,
          output	reg 	[9:0]	sti_addr,
          input		[15:0]	sti_di,
          output	reg		res_wr,
          output	reg		res_rd,
          output	reg 	[13:0]	res_addr,
          output	reg 	[7:0]	res_do,
          input		[7:0]	res_di);
localparam FORWARD_PASS  = 1'b0;
localparam BACKWARD_PASS = 1'b1;
localparam FALSE = 1'b0;
localparam TRUE  = 1'b1;
localparam FORWARD_PASS_INIT  = 3'd0;
localparam FORWARD_COMPARE    = 3'd1;
localparam FORWARD_NEXT_ADDR  = 3'd2;
localparam BACKWARD_PASS_INIT = 3'd3;
localparam BACKWARD_COMPARE   = 3'd4;
localparam DONE               = 3'd5;
reg [3-1:0] cur_state, next_state;
reg [6:0] loca_x, loca_y;  
reg [2:0] counter, now_addr;
always @(posedge clk) begin
    if (!reset) begin
        cur_state <= FORWARD_PASS_INIT;
    end
    else begin
        cur_state <= next_state;
    end
end
always @(*) begin
    case(cur_state)
        FORWARD_PASS_INIT: begin
            next_state = (counter == 3'd4) ? FORWARD_COMPARE : FORWARD_PASS_INIT;
        end
        FORWARD_COMPARE: begin
            next_state = (loca_x == 7'd126 && loca_y == 7'd126 && counter == 3'd0) ? BACKWARD_PASS_INIT : (loca_x == 7'd126 && counter == 3'd0) ? FORWARD_PASS_INIT : ((loca_x & 7'd15) == 7'd14 && counter == 3'd0) ? FORWARD_NEXT_ADDR : FORWARD_COMPARE;
        end
        FORWARD_NEXT_ADDR: begin
            next_state = (counter == 3'd2) ? FORWARD_COMPARE : FORWARD_NEXT_ADDR;
        end
        BACKWARD_PASS_INIT: begin
            next_state = (counter == 3'd5) ? BACKWARD_COMPARE : BACKWARD_PASS_INIT;
        end
        BACKWARD_COMPARE: begin
            next_state = (loca_x == 7'd1 && loca_y == 7'd1 && counter == 0) ? DONE : (loca_x == 7'd1 && counter == 0) ? BACKWARD_PASS_INIT : BACKWARD_COMPARE;
        end
        DONE: begin
            next_state = FORWARD_PASS_INIT;
        end
        default begin
            next_state = FORWARD_PASS_INIT;
        end
    endcase
end
(*KEEP = "TRUE"*) reg [31:0] rom_img_tmp[1:0];
reg [7:0] pixel_tmp[0:4];
wire [7:0] NW              = pixel_tmp[0];
wire [7:0] N               = pixel_tmp[1];
wire [7:0] NE              = pixel_tmp[2];
wire [7:0] W               = pixel_tmp[3];
wire [7:0] CENTER          = pixel_tmp[0];
wire [7:0] E               = pixel_tmp[1];
wire [7:0] SW              = pixel_tmp[2];
wire [7:0] S               = pixel_tmp[3];
wire [7:0] SE              = pixel_tmp[4];
wire [7:0] cmp0            = (NW < N) ? NW : N;
wire [7:0] cmp1            = (NE < W) ? NE : W;
wire [7:0] cmp2            = (E < SW) ? E : SW;
wire [7:0] cmp3            = (S < SE) ? S : SE;
wire [7:0] forward_center  = ((cmp0 < cmp1) ? cmp0 : cmp1) + 8'd1;
wire [7:0] backward_cmp    = ((cmp2 < cmp3) ? cmp2 : cmp3) + 8'd1;
wire [7:0] backward_center = (backward_cmp < pixel_tmp[0]) ? backward_cmp : pixel_tmp[0];
wire [6:0] addr_hight = loca_y - 7'd1;
always @(posedge clk) begin
    if (!reset) begin
        rom_img_tmp[0] <= 32'd0;
        rom_img_tmp[1] <= 32'd0;
        sti_rd         <= TRUE;
        sti_addr       <= 10'd0;
        pixel_tmp[0]   <= 8'd0;
        pixel_tmp[1]   <= 8'd0;
        pixel_tmp[2]   <= 8'd0;
        pixel_tmp[3]   <= 8'd0;
        pixel_tmp[4]   <= 8'd0;
        now_addr       <= 3'd0;
        loca_x         <= 7'd1;
        loca_y         <= 7'd1;
        res_wr         <= FALSE;
        res_rd         <= FALSE;
        res_addr       <= 14'd0;
        res_do         <= 8'd0;
        res_addr       <= 14'd0;
        counter        <= 3'd0;
        done           <= FALSE;
    end
    else begin
        case(cur_state)
            FORWARD_PASS_INIT: begin
                res_wr <= FALSE;
                case(counter)
                    3'd0: begin
                        res_rd   <= TRUE;
                        res_addr <= {addr_hight, 7'd0} + loca_x - 7'd1;
                        sti_addr <= {addr_hight, 3'd0} + now_addr;
                        counter  <= counter + 3'd1;
                    end
                    3'd1: begin
                        res_rd                <= TRUE;
                        res_addr              <= {addr_hight, 7'd0} + loca_x;
                        sti_addr              <= sti_addr + 10'd1;
                        rom_img_tmp[0][31:16] <= {sti_di[12:0], 3'b000};
                        pixel_tmp[0]          <= res_di;
                        counter               <= counter + 3'd1;
                    end
                    3'd2: begin
                        res_rd               <= TRUE;
                        res_addr             <= {addr_hight, 7'd0} + loca_x + 7'd1;
                        sti_addr             <= {loca_y, 3'd0} + now_addr;
                        rom_img_tmp[0][18:3] <= sti_di;
                        pixel_tmp[1]         <= res_di;
                        counter              <= counter + 3'd1;
                    end
                    3'd3: begin
                        res_rd                <= FALSE;
                        sti_addr              <= sti_addr + 10'd1;
                        rom_img_tmp[1][31:16] <= sti_di;
                        pixel_tmp[2]          <= res_di;
                        counter               <= counter + 3'd1;
                    end
                    3'd4: begin
                        res_rd         <= TRUE;
                        res_addr       <= {addr_hight, 7'd0} + loca_x + 7'd2;
                        rom_img_tmp[1] <= {rom_img_tmp[1][29:16],sti_di , 2'b00};
                        pixel_tmp[3]   <= {7'd0, rom_img_tmp[1][31]};
                        pixel_tmp[4]   <= {7'd0, rom_img_tmp[1][30]};
                        counter        <= 3'd0;
                    end
                    default begin
                        counter <= 3'd0;
                    end
                endcase
            end
            FORWARD_COMPARE: begin
                case(counter)
                    3'd0: begin
                        if (loca_x == 7'd126 && loca_y == 7'd126) begin
                            loca_x  <= loca_x;
                            loca_y  <= loca_y;
                            counter <= 3'd0;
                        end
                        else if (loca_x == 7'd126) begin
                            loca_x  <= 7'd1;
                            loca_y  <= loca_y + 7'd1;
                            counter <= 3'd0;
                        end
                        else begin
                            if ((loca_x & 7'd15) == 7'd14) begin
                                counter <= 3'd0;
                            end
                            else begin
                                counter <= counter + 3'd1;
                            end
                            loca_x <= loca_x + 7'd1;
                            loca_y <= loca_y;
                        end
                        if ((loca_x & 7'd15) == 7'd14) begin
                            now_addr <= now_addr + 3'd1;
                        end
                        else begin
                            now_addr <= now_addr;
                        end
                        rom_img_tmp[0] <= {rom_img_tmp[0][30:0], 1'b0};
                        rom_img_tmp[1] <= {rom_img_tmp[1][30:0], 1'b0};
                        pixel_tmp[0]   <= pixel_tmp[1];
                        pixel_tmp[1]   <= pixel_tmp[2];
                        pixel_tmp[2]   <= res_di;
                        pixel_tmp[4]   <= {7'd0, rom_img_tmp[1][31]};
                        res_rd         <= FALSE;
                        if (pixel_tmp[4] > 8'd0) begin
                            pixel_tmp[3] <= forward_center;
                            res_wr       <= TRUE;
                        end
                        else begin
                            pixel_tmp[3] <= pixel_tmp[4];
                            res_wr       <= FALSE;
                        end
                        res_addr <= {loca_y, 7'h00} + loca_x;
                        res_do   <= forward_center;
                    end
                    3'd1: begin
                        res_rd   <= TRUE;
                        res_wr   <= FALSE;
                        res_addr <= {addr_hight, 7'd0} + loca_x + 7'd2;
                        counter  <= 3'd0;
                    end
                    default begin
                    end
                endcase
            end
            FORWARD_NEXT_ADDR: begin
                res_wr <= FALSE;
                case(counter)
                    3'd0: begin
                        sti_addr <= {addr_hight, 3'd0} + now_addr + 3'd1;
                        counter  <= counter + 3'd1;
                    end
                    3'd1: begin
                        sti_addr             <= {loca_y, 3'd0} + now_addr + 3'd1;
                        rom_img_tmp[0][15:0] <= sti_di;
                        counter              <= counter + 3'd1;
                    end
                    3'd2: begin
                        rom_img_tmp[1][15:0] <= sti_di;
                        counter              <= 3'd0;
                        res_rd               <= TRUE;
                        res_addr             <= {addr_hight, 7'd0} + loca_x + 7'd2;
                    end
                    default begin
                        counter <= 3'd0;
                    end
                endcase
            end
            BACKWARD_PASS_INIT: begin
                res_wr <= FALSE;
                case (counter)
                    3'd0: begin
                        counter  <= counter + 3'd1;
                        res_rd   <= TRUE;
                        res_addr <= {loca_y, 7'd0} + loca_x;
                    end
                    3'd1: begin
                        counter      <= counter + 3'd1;
                        res_rd       <= TRUE;
                        res_addr     <= res_addr + 14'd1;
                        pixel_tmp[0] <= res_di;
                    end
                    3'd2: begin
                        counter      <= counter + 3'd1;
                        res_rd       <= TRUE;
                        res_addr     <= {(loca_y + 7'd1), 7'd0} + loca_x + 7'd1;
                        pixel_tmp[1] <= res_di;
                    end
                    3'd3: begin
                        counter      <= counter + 3'd1;
                        res_rd       <= TRUE;
                        res_addr     <= res_addr - 14'd1;
                        pixel_tmp[4] <= res_di;
                    end
                    3'd4: begin
                        counter      <= counter + 3'd1;
                        res_rd       <= TRUE;
                        res_addr     <= res_addr - 14'd1;
                        pixel_tmp[3] <= res_di;
                    end
                    3'd5: begin
                        counter      <= 3'd0;
                        res_rd       <= TRUE;
                        res_addr     <= res_addr - 14'd1;
                        pixel_tmp[2] <= res_di;
                    end
                    default begin
                    end
                endcase
            end
            BACKWARD_COMPARE: begin
                case (counter)
                    3'd0: begin
                        res_rd   <= FALSE;
                        res_addr <= {loca_y, 7'h00} + loca_x;
                        res_do   <= backward_center;
                        if (pixel_tmp[0] > 8'd0) begin
                            pixel_tmp[1] <= backward_center;
                            res_wr       <= TRUE;
                        end
                        else begin
                            pixel_tmp[1] <= pixel_tmp[0];
                            res_wr       <= FALSE;
                        end
                        pixel_tmp[2] <= res_di;
                        pixel_tmp[3] <= pixel_tmp[2];
                        pixel_tmp[4] <= pixel_tmp[3];
                        if (loca_x == 7'd1) begin
                            loca_x  <= 7'd126;
                            loca_y  <= loca_y - 7'd1;
                            counter <= 3'd0;
                        end
                        else begin
                            loca_x  <= loca_x - 7'd1;
                            loca_y  <= loca_y;
                            counter <= counter + 3'd1;
                        end
                    end
                    3'd1: begin
                        counter  <= counter + 3'd1;
                        res_rd   <= TRUE;
                        res_wr   <= FALSE;
                        res_addr <= {loca_y, 7'h00} + loca_x;
                    end
                    3'd2: begin
                        counter      <= 3'd0;
                        res_rd       <= TRUE;
                        res_wr       <= FALSE;
                        res_addr     <= {(loca_y + 7'd1), 7'd0} + loca_x - 7'd2;
                        res_do       <= backward_center;
                        pixel_tmp[0] <= res_di;
                    end
                    default begin
                    end
                endcase
            end
            DONE: begin
                done <= TRUE;
            end
            default begin
            end
        endcase
    end
end
endmodule
### flow/run.sh
#!/bin/bash
# OpenROAD 26Q1-2900-gdf79404cd8, Yosys 0.63+post, stock flow scripts
make -C /OpenROAD-flow-scripts/flow DESIGN_CONFIG=/design/flow/config.mk WORK_HOME=/design/flow/orfs finish
### flow/config.mk
export PLATFORM = sky130hd
export DESIGN_NAME = DT
export DESIGN_NICKNAME = DT
export VERILOG_FILES = /design/flow/design.v
export SDC_FILE = /design/flow/constraint.sdc
export NUM_CORES = 4
export LEC_CHECK = 1
export CORE_UTILIZATION = 40
### flow/constraint.sdc
current_design DT

set clk_period 11.8
set clk_io_pct 0.2

create_clock -name clk0 -period $clk_period [get_ports {clk}]

set non_clock_inputs [all_inputs -no_clocks]
set_input_delay [expr $clk_period * $clk_io_pct] -clock clk0 $non_clock_inputs
set_output_delay [expr $clk_period * $clk_io_pct] -clock clk0 [all_outputs]
==> results.sh <==
# physical design summary
export IMPL_ys_cells=1782
export IMPL_die_x_um=180.6
export IMPL_hold_path_class="flop to flop"
export IMPL_flop_cell="dfxtp_1"
export IMPL_synthDominantCellAreaShare_pct=20.88
export IMPL_setup_slack_ns=4.854
export IMPL_rsz0062_at_grt="no"
export IMPL_yosysUniqueCellTypes=95
export IMPL_layout_cells_most_common="nor2_1"
export IMPL_via_count=13298
export IMPL_ys_seq_share_pct=20.88
export IMPL_num_io_pins=62
export IMPL_syn_area_um2=12750
export IMPL_cts_resized=0
export IMPL_crit_required_ns=12.12
export IMPL_drt_iter0_drc=1161
export IMPL_synth_area_leader_cell="dfxtp_1"
export IMPL_ant_nets=0
export IMPL_cts_sinks=133
export IMPL_edf_count=0
export IMPL_area_delta_synth_final_pct=11.88
export IMPL_final_cell_mix="nor2_1, nand2_1, a21oi_1, dfxtp_1, o21ai_0"
export IMPL_status="finished clean"
export IMPL_diodes=0
export IMPL_fmax_mhz=144.0
export IMPL_power_density_nw_per_um2=329.6
export IMPL_maxSlewViolCount=0
export IMPL_yosys_warnings=3
export IMPL_rows=65
export IMPL_cts_hold_buf=0
export IMPL_drc=0
export IMPL_core_util_floorplan_pct=40.52
export IMPL_core_area_um2=31470
export IMPL_grt_max_degree=64
export IMPL_cts_tree="yes"
export IMPL_hold_viol_final=0
export IMPL_htreeDepth=4
export IMPL_critPathKind="flop to flop"
export IMPL_tightest_slew_ns=0.8763
export IMPL_synth_area_per_cell_um2=7.157
export IMPL_syn_inst=1782
export IMPL_path_clk_slew_ns=0.07
export IMPL_root_buffer="clkbuf_16"
export IMPL_wl_per_cell_um=19.86
export IMPL_portBuffers=60
export IMPL_worstPathArrival_ns=7.27
export IMPL_drv_cap=0
export IMPL_die_area_um2=32600
export IMPL_worst_ir_drop_vdd_mv=0.3298
export IMPL_antenna_found_initial=0
export IMPL_tool_warnings=38
export IMPL_grt_usage_pct=27.22
export IMPL_overflow=0
export IMPL_path_max_fanout=11
export IMPL_place_ws_ns=4.924
export IMPL_cp_end_kind="flop"
export IMPL_postCtsSetupBuffers=0
export IMPL_area_leaders="dfxtp_1, ha_1, a21oi_1"
export IMPL_finalSetupViolations=0
export IMPL_cts_buffer_depth=2
export IMPL_r2r_cells=27
export IMPL_gp_congestion=0.9981
export IMPL_finClkSkew_ns=0.01654
export IMPL_drive_gt1_share_pct=6.808
export IMPL_synth_chip_area_um2=12750
export IMPL_wirelength_um=43580
export IMPL_grt_pass1_vias=12370
export IMPL_period_used_pct=58.87
export IMPL_worstSetupStartpointType="flop"
export IMPL_place_hpwl_um=31490
export IMPL_grt_first_pass_wirelength_um=69770
export IMPL_hold_depth=1
export IMPL_via_per_inst=6.061
export IMPL_finalSetupTns_ns=0
export IMPL_clk_latency_ns=0.44
export IMPL_leakage_nw=5.401
export IMPL_ys_flops=133
export IMPL_first_pass_iters=6
export IMPL_async_flop_share_pct=0
export IMPL_cts_buffers=17
export IMPL_slew_headroom_pct=41.58
export IMPL_period_needed_ns=6.946
export IMPL_fp_dieH_um=180.6
registers in the layout, indices dropped and copies added, names as in the netlist, 6 cells and up:
register,count
res_do,8
loca_y,7
sti_addr,10
rom_img_tmp,32
pixel_tmp,40
res_addr,14
loca_x,7
cur_state,6
worst paths after layout:
kind	end	slack, ns	from
worst max-delay path	pixel_tmp[1][1]$_SDFFE_PN0P_	4.85	pixel_tmp[2][5]$_SDFFE_PN0P_
worst min register to register	cur_state[0]$_DFF_P_	0.47	cur_state[4]$_DFF_P_
worst min-delay path	cur_state[0]$_DFF_P_	0.47	cur_state[4]$_DFF_P_
worst max register to register	pixel_tmp[1][1]$_SDFFE_PN0P_	4.85	pixel_tmp[2][5]$_SDFFE_PN0P_
routing by layer:
metal  GRT usage [%]  vias to the layer above  routed length, µm
met5               0                        -                  0
met4           7.726                        0               1346
met3           3.566                       95               2660
met2           43.84                      514              20450
met1           38.52                     6186              19120
li1                -                     6503                  -
kinds of logic after synthesis:
logic type | synth area share [%]
adders and majority gates | 9.634
and+or+nand+nor | 22.74
other | 0.02940
AOI/OAI and AO/OA | 30.34
muxes | 4.248
buffers and inverters | 6.024
DFF | 20.88
xor gates and xnor gates | 6.102
cells in the mapped netlist, types with 7 or more instances:
cell / count
nor2_1: 206
nand2_1: 196
a21oi_1: 174
dfxtp_1: 133
o21ai_0: 117
clkbuf_1: 98
ha_1: 95
inv_1: 79
nand3_1: 60
xnor2_1: 59
nor3_1: 52
a211oi_1: 46
mux2i_1: 44
a22oi_1: 39
xor2_1: 28
a311oi_1: 19
a221oi_1: 18
nor2b_1: 16
a21o_1: 15
nand2b_1: 14
and2_1: 13
o211ai_1: 13
o22ai_1: 13
and3_1: 12
a31oi_1: 11
buf_1: 11
or3_1: 11
nand4_1: 10
nor4_1: 9
nor3b_1: 8
o21a_1: 8
o31ai_1: 8
or2_2: 8
a222oi_1: 7
mux2_2: 7
stage by stage:
stage	hold WS (ns)	utilization, %	power (W)	instances	instance area [µm²]
after floorplan	0.4158	-	0.003277	1782	12750
after detailed placement	0.4584	43.47	0.004118	2162	13680
after global routing	0.4853	45.33	0.005097	2194	14270
final	0.4689	45.33	0.004702	2194	14270
after global placement	0.4565	43.47	0.004125	2162	13680
after CTS	0.4752	45.33	0.004694	2194	14270
layout make-up:
cell class / instances / area, µm²
clock buffer: 17 / 425.4
clock inverter: 15 / 162.7
fill: 3134 / 17210
inverter: 83 / 312.8
multi-input combinational: 1451 / 9351
sequential: 133 / 2665
tap: 402 / 503.0
timing repair buffer: 93 / 848.3
worst max-delay path: stages, from the launching register on:
cell	delay, ns
dfxtp_1	0.47
inv_1	0.13
ha_1	0.32
nand4_1	0.22
o31ai_4	0.64
mux2i_1	0.33
inv_1	0.13
ha_1	0.34
a21oi_1	0.17
nor2_1	0.05
a211o_1	0.35
inv_1	0.10
nand2b_1	0.17
nor2_1	0.25
o31a_1	0.15
ha_1	0.24
nand3_1	0.09
mux2i_1	0.36
a31o_2	0.25
nand2_1	0.06
ha_1	0.29
a21o_1	0.16
a21o_1	0.19
o31ai_2	0.41
buf_4	0.24
mux2_2	0.35
a221oi_1	0.27
a21oi_1	0.10
report_power, final:
part / internal [W] / switching [W]
Combinational: 0.00139 / 0.00212
Clock: 0.000301 / 0.000254
Sequential: 0.000531 / 0.000106
Total: 0.00223 / 0.00248
Power figures rest on the tool's default switching activity, not on a simulated workload.
